==> flow/design.v <==
module VGA_generator(VGA_clk, VGA_Hsync, VGA_Vsync, DisplayArea, xPixel, yPixel, blank_n);
input VGA_clk;
output VGA_Hsync, VGA_Vsync, blank_n;
output reg DisplayArea;
output reg [9:0] xPixel;
output reg [9:0] yPixel;
reg HSync;
reg VSync;
integer HFront = 640; 
integer hSync = 655; 
integer HBack = 747; 
integer maxH = 793; 
integer VFront = 480; 
integer vSync = 490; 
integer VBack = 492; 
integer maxV = 525; 
always @(posedge VGA_clk)
begin		
	if(xPixel == maxH)
	begin
		xPixel <= 0;
		if(yPixel === maxV)
			yPixel <= 0;
		else
			yPixel <= yPixel +1;
	end
	else
	begin
		xPixel <= xPixel + 1;
	end
	DisplayArea <= ((xPixel < HFront) && (yPixel < VFront));
	HSync <= ((xPixel >= hSync) && (xPixel < HBack));
	VSync <= ((yPixel >= vSync) && (yPixel < VBack));
end
assign VGA_Vsync = ~VSync;
assign VGA_Hsync = ~HSync;
assign blank_n = DisplayArea;
endmodule
==> flow/run.sh <==
#!/bin/bash
# OpenROAD 26Q1-2900-gdf79404cd8, Yosys 0.63+post, stock flow scripts
make -C /OpenROAD-flow-scripts/flow DESIGN_CONFIG=/design/flow/config.mk WORK_HOME=/design/flow/orfs finish
==> flow/config.mk <==
export PLATFORM = sky130hd
export DESIGN_NAME = VGA_generator
export DESIGN_NICKNAME = VGA_generator
export VERILOG_FILES = /design/flow/design.v
export SDC_FILE = /design/flow/constraint.sdc
export NUM_CORES = 4
export LEC_CHECK = 1
export CORE_AREA = 10 10 110 110
export DIE_AREA = 0 0 120 120
==> flow/constraint.sdc <==
current_design VGA_generator

set clk_period 3.7
set clk_io_pct 0.2

create_clock -name clk0 -period $clk_period [get_ports {VGA_clk}]

set non_clock_inputs [all_inputs -no_clocks]
set_input_delay [expr $clk_period * $clk_io_pct] -clock clk0 $non_clock_inputs
set_output_delay [expr $clk_period * $clk_io_pct] -clock clk0 [all_outputs]
==> summary.txt <==
Results of the run.

The cell accounting for the most synthesized area is sky130_fd_sc_hd__edfxtp_1. Based on the critical path, the design can be clocked at up to 0.476 GHz. The worst path in the final design needs a cycle of 2.10 ns, including I/O delays and setup. The hold buffer count at cts is 0. The final-layout worst hold slack is 0.510 ns. Across every metal layer, demand over resource in global routing totals 0.0369. The relative max-transition margin is 0.395. The count of mapped cells out of synthesis is 112. At the later pin of the worst-skew pair, clock insertion delay measures 0.26 ns. The die boundary height is 120 um. Broken down by cell family, the worst path's largest delay share belongs to flip-flops. The post-synthesis cell type count is 32. A synthesized cell averages 10.2 um2.

The average vias per placed instance is 3.28. The TritonCTS clock tree is done. The worst setup path is captured at an output port. Overall power consumption after layout is estimated at 418 uW. The maximum number of pins on one net before global-route repair is 16. Looking at the worst setup and hold paths, the clock pins of their registers show a slew of 0.09 ns. CTS reports a maximum clock tree buffer depth of 2.

The setup skew after layout is 0.00785 ns. The run finished with clean final reports. The count of nets left with antenna violations after detail routing is 0. The count of buffer and inverter cells on the critical path is 1.

The count of pins over their slew limit is 0. The DRC violation count after routing is 0. Per the OpenROAD floorplan log, the width of the die is 120 um. The library cell used as clock root buffer is sky130_fd_sc_hd__clkbuf_8.

The post-synth register bit count is 23. The longest incremental delay of any stage on the critical path is reported as 0.55 ns. The analysis attributes to cell leakage a power of 0.530 nW. Of the post-synthesis cell area, the dominant cell type holds 0.264. The number of global-route vias before repair is 815. Data on the critical path is required at its endpoint by 2.96 ns.

The data arrival time at the worst-slack endpoint is 1.36 ns. The residual overflow from global routing is 0. The worst-margin pin slew is 0.900 ns. Traced cell by cell, the critical path runs through clkdlybuf4s50_1. According to the floorplan log, the row count is 36. According to the Yosys statistics, the synthesized design has a chip area of 0.00114 mm2. The cell count listed in synth_stat.txt is 112. The clock sink count is 23. The final timing summary puts the cycle share of the worst path at 0.567. The wire length recorded after detailed routing is 2750 um.

The detailed placement HPWL is 2080 um. The initial antenna violation count is 0. Per the run summary, max-cap violations total 0.

The count of filler cells inserted in the layout is 1096. The core area is 0.00977 mm2. The final worst slack is 1.60 ns. The critical path launch point type is a register. The sequential share of the synthesized area is 0.493. The pre-placement core utilization is 0.116. The chip occupies 0.0144 mm2. The via count is 889. Endpoints failing hold in the final report were tallied at 0.

The setup slack after placement is 1.78 ns. The highest supply drop recorded on VDD is 101 uV. Sorting the synthesized cells by area gives the leading types as sky130_fd_sc_hd__edfxtp_1, sky130_fd_sc_hd__dfxtp_1, sky130_fd_sc_hd__xnor2_1. For this run, the number of Yosys warnings is 1. Once the clock tree was built, the setup fixing pass inserted 0 buffers.

Setup repair after global routing left no endpoint under its margin. The ratio of cells with drive above 1 in the final layout is 0.0580. Buffers placed on the I/O ports in this run total 24. For this block, the initial DRC count from the detailed router was 19. The quantity of gates resized following cts is 0. The standard cell with the maximum stage delay on the critical path is sky130_fd_sc_hd__dfxtp_1. The final estimated routing congestion in global placement is 0.770. The power density over cell area is 265 mW/mm2.

The sum of negative setup slack is 0 ns. In this run the layout overhead on the synthesized area is reported as 38.6%. Per the finish-stage timing summary, setup violations number 0. The global-route wire length before repair is 4430 um. The total CTS buffers is 3. For this sky-water flow run, the detailed-routed wirelength per cell is reported as 10.2 um. The summed instance area of the synthesized netlist is 0.00114 mm2.

The worst setup path is of the register to output port kind. The share of the core filled with cells in the final layout is 0.161. CTS built an H-tree with a depth of 1. The iteration count recorded for the first detailed-route pass is 4. The tightest min-delay check is of the register to register type. The repair_antennas step left the layout with diodes totalling 0.

The floorplan report gives the top-level pin count as 25. The logs give a warning total of 27. The worst-path maximum fanout is 10.
[power breakdown]
part	total (mW)	internal [mW]	switching [mW]
registers	0.262	0.262	0
logic	0.000000286	0	0
clock network	0.156	0.0768	0.0795
total	0.418	0.339	0.0795
[cell usage in the layout (no fill, tap or decap), types with 2 or more instances in the layout]
| master | Yosys | routed |
|---|---|---|
| sky130_fd_sc_hd__nand3b_1 | 2 | 2 |
| sky130_fd_sc_hd__o21ai_0 | 2 | 2 |
| sky130_fd_sc_hd__ha_1 | 4 | 4 |
| sky130_fd_sc_hd__clkbuf_8 | 0 | 3 |
| sky130_fd_sc_hd__nor3_1 | 6 | 6 |
| sky130_fd_sc_hd__inv_1 | 7 | 7 |
| sky130_fd_sc_hd__o311ai_1 | 2 | 2 |
| sky130_fd_sc_hd__nand3_1 | 5 | 5 |
| sky130_fd_sc_hd__and3_1 | 4 | 4 |
| sky130_fd_sc_hd__dfxtp_1 | 13 | 13 |
| sky130_fd_sc_hd__nand4_1 | 3 | 3 |
| sky130_fd_sc_hd__clkdlybuf4s50_1 | 0 | 24 |
| sky130_fd_sc_hd__nand2b_1 | 3 | 3 |
| sky130_fd_sc_hd__nor2_1 | 14 | 14 |
| sky130_fd_sc_hd__edfxtp_1 | 10 | 10 |
| sky130_fd_sc_hd__xnor2_1 | 7 | 7 |
| sky130_fd_sc_hd__nand2_1 | 8 | 8 |
| sky130_fd_sc_hd__xor2_1 | 6 | 6 |
[sequential cells by signal (all words and copies together) (netlist names)]
signal	cells
DisplayArea	1
yPixel	10
xPixel	10
HSync	1
VSync	1
[cells in the mapped netlist (all sizes together)]
cell type  count
and3           4
nand4b         1
or4b           1
nand4          3
xnor2          7
nor2          14
o31ai          1
or4            2
o21ai          2
dfxtp         13
o221ai         1
nand2b         3
nand3          6
or2            1
a21oi          2
nor4           2
and4bb         1
inv            7
o311ai         2
xor2           6
o211ai         1
edfxtp        10
nand2          8
ha             4
nor3           6
buf            2
nand3b         2
[final timing paths]
check             from   endpoint  slack (ns)  cells after the start
max          xPixel[4]  xPixel[4]        1.60                      1
min reg2reg  xPixel[0]  xPixel[0]        0.51                      1
min          xPixel[0]  xPixel[0]        0.51                      1
max reg2reg  xPixel[6]  yPixel[0]        1.80                      2
[metrics by stage]
| stage | cell area (um2) | std cells |
|---|---|---|
| final | 1580 | 271 |
| after global routing | 1580 | 271 |
| after CTS | 1580 | 271 |
| after detailed placement | 1530 | 267 |
| after global placement | 1530 | 267 |
| after floorplan | 1140 | 112 |
[final cells by class]
class	instances	area, um2	share of cell area
Multi-Input combinational cell	80	538	0.341
Inverter	7	26.3	0.0167
Tap cell	133	166	0.106
Timing Repair Buffer	24	240	0.152
Clock buffer	4	45.0	0.0286
Sequential cell	23	561	0.356
[routing by layer]
layer	part of all wire	wire length, um	vias up	global-route usage
met5	0	0	-	0
met4	0.020	55	0	0.00905
met3	0.025	68	2	0.00286
met2	0.47	1300	18	0.0602
met1	0.48	1330	419	0.0521
li1	-	-	450	-
[cell families (layout without fill, tap and decap cells)]
group,Yosys count,count (layout),synth area share
compound gates,9,9,0.0572
xor+xnor,13,13,0.100
fa+ha+maj,4,4,0.0440
buf+inv,9,35,0.0341
flops,23,23,0.493
simple gates,54,54,0.272
No activity file was given, so power comes from the tool's default toggle rates.
