$ cat /design/flow/config.mk
export PLATFORM = sky130hd
export DESIGN_NAME = HEX
export DESIGN_NICKNAME = HEX
export VERILOG_FILES = /design/flow/design.v
export SDC_FILE = /design/flow/constraint.sdc
export NUM_CORES = 4
export LEC_CHECK = 1
export CORE_AREA = 10 10 70 70
export DIE_AREA = 0 0 80 80
$ cat /design/flow/constraint.sdc
current_design HEX

set clk_period 1.0
set clk_io_pct 0.2

create_clock -name clk0 -period $clk_period [get_ports {clk}]

set non_clock_inputs [all_inputs -no_clocks]
set_input_delay [expr $clk_period * $clk_io_pct] -clock clk0 $non_clock_inputs
set_output_delay [expr $clk_period * $clk_io_pct] -clock clk0 [all_outputs]
$ cat /design/flow/design.v
module HEX(clk, in, out);
	input clk;
	input [3:0]in;
	output reg [6:0]out;
	always @ (posedge clk)
	begin
	out[0] <= ~(~in[2] & ~in[0]|~in[3] & in[1]|in[2] & in[1]|in[3] & ~in[0]|~in[3] & in[2] & in[0]|in[3] & ~in[2] & ~in[1]);
	out[1] <= ~(~in[2] & ~in[0]|~in[3] & ~in[2]|~in[3] & ~in[1] & ~in[0]|~in[3] & in[1] & in[0]|in[3] & ~in[1] & in[0]);
	out[2] <= ~(~in[3] & in[2]|~in[1] & in[0]|in[3] & ~in[2]|~in[3] & ~in[2] & ~in[1]|~in[3] & ~in[2] & in[0]);
	out[3] <= ~(~in[3] & ~in[2] & in[1]|in[2] & ~in[1] & in[0]|in[3] & ~in[1] & ~in[0]|~in[2] & in[1] & in[0]|~in[2] & ~in[1] & ~in[0]|in[2] & in[1] & ~in[0]);
	out[4] <= ~(in[3] & in[2]|in[1] & ~in[0]|~in[2] & ~in[0]|in[3] & in[1] & in[0]);
	out[5] <= ~(~in[1] & ~in[0] | in[3] & ~in[2] | in[3] & in[1] | ~in[3] & in[2] & ~in[1] | in[2] & in[1] & ~in[0]);
	out[6] <= ~(in[3] & ~in[2] | in[1] & ~in[0] | in[3] & in[0] | ~in[3] & in[2] & ~in[1] | ~in[3] & ~in[2] & in[1]);
	end
endmodule
$ cat /design/flow/run.sh
#!/bin/bash
# OpenROAD 26Q1-2900-gdf79404cd8, Yosys 0.63+post, stock flow scripts
make -C /OpenROAD-flow-scripts/flow DESIGN_CONFIG=/design/flow/config.mk WORK_HOME=/design/flow/orfs finish
==> impl_metrics.json <==
{
  "setup-violations-final": 0,
  "cts.path.max_buffers": 2,
  "synth_seq_share_pct": 37.21,
  "preCtsSetupSlack_ns": -0.3863,
  "die_w_um": 80,
  "area_growth_pct": 64.45,
  "drtIter0Drc": 10,
  "critPathBufInv": 1,
  "grt_start_max_net_pins": 9,
  "fin_tns_setup_ns": 0,
  "path_class": "register to primary output",
  "viasPerCell": 3.220,
  "h-tree-depth": 1,
  "drv_cap": 0,
  "reg_top3": "out x7",
  "met2_usage_pct": 3.852,
  "power_frac_seq_pct": 43.5,
  "hold_viol": 0,
  "floorplan.rows": 21,
  "critPathSlowestCell": "dfxtp_1",
  "routed_wl_um": 845,
  "max_stage_delay_ns": 0.29,
  "cellLeakagePower_uw": 0.0002798,
  "syn_area_um2": 376.6,
  "grt_busiest_layer": "met2",
  "clkTransAtPathRegs_ns": 0.05,
  "p_per_area_mw_per_mm2": 1154,
  "min-delay-start": "in[1]",
  "critPathMaxFanout": 1,
  "rsz0062_at_grt": "no",
  "tightest_slew_ns": 0.2209,
  "p_clk_share_pct": 33.8,
  "die_h_um": 80,
  "port_buffers": 11,
  "worst_slack_ns": 0.03934,
  "ys_cells": 41,
  "period_minus_slack_ns": 0.9607,
  "cp_num_cells": 1,
  "cp_data_arrival_time_ns": 0.76,
  "dp_cells": 102,
  "final_util_pct": 18.13,
  "tool_warnings": 25,
  "required_ns": 0.80,
  "fmaxAchievable_ghz": 1.041,
  "cts_root_buf": "clkbuf_4",
  "first_pass_iters": 4,
  "track_usage_pct": 2.624,
  "yosysUniqueCellTypes": 25,
  "grt_pass1_vias": 329,
  "synth_flops": 7,
  "switching_share_pct": 22.36,
  "vias": 351,
  "avgRoutedWirePerCell_um": 7.752,
  "final_cells": 109,
  "holdBufCountCts": 0,
  "synth_warnings": 1,
  "gp_congestion": 0.7525,
  "use_met1_pct": 3.215,
  "cts_tree": "built",
  "path_cells": "dlygate4sd2_1",
  "period_used_pct": 96.07,
  "pwr-share-comb_pct": 22.7,
  "largest_reg_flops": 7,
  "yosysChipArea_um2": 376.6,
  "grt_pass1_wl_um": 1414,
  "ant_nets": 0,
  "holdCritPathClass": "input pin to register",
  "grt_overflow": 0,
  "cp-start-kind": "register",
  "power_switching_uw": 159.8,
  "status": "completed",
  "total_power_uw": 714.8,
  "grt_use_met3_pct": 1.477,
  "endpoint_kind": "primary output",
  "internal_power_uw": 555.0,
  "clock-sinks": 7,
  "n_antenna_cell": 0,
  "core-area_mm2": 0.003416,
  "drc": 0,
  "whs_endpoint": "out[0]$_DFF_P_",
  "max-vdd-ir-drop_mv": 0.2192,
  "antenna_found_initial": 0,
  "maxSlewViolCount": 0,
  "slew-limit-headroom_pct": 85.27,
  "drive_above_1_share_pct": 31.75,
  "synthCells": 41,
  "largest-register": "out",
  "place_hpwl_um": 653.1,
  "dieArea_mm2": 0.006400,
  "fill_cells": 390,
  "initial_core_util_pct": 11.03,
  "syn_avg_cell_area_um2": 9.186,
  "top_level_ports": 12,
  "cts_buffers": 3,
  "cp_top_family": "flip-flops",
  "min_path_cells": 3
}
==> through the flow <==
stage | cell area, um2 | hold slack (ns)
2_1_floorplan | 376.6 | 0.3963
3_3_place_gp | 569.3 | 0.8761
3_5_place_dp | 569.3 | 0.8734
4_1_cts | 608.1 | 0.5270
5_1_grt | 619.3 | 0.3934
6_report | 619.3 | 0.3754
==> cell usage after synthesis <==
library cell,count,share of area [%]
o21ai_1,3,4.0
nor3_1,1,1.3
buf_4,1,2.0
o31ai_1,1,2.0
inv_1,1,1.0
nor2b_1,1,1.7
dfxtp_1,7,37
a21oi_2,1,2.3
nor2b_4,1,3.7
o22ai_1,1,1.7
nor3b_2,1,3.3
nor3_2,1,2.7
nand2_1,3,3.0
a21oi_1,3,4.0
nand2b_1,3,5.0
buf_2,1,1.3
and2b_1,1,2.0
a22o_1,2,4.7
a31oi_1,1,1.7
mux2i_1,1,2.7
nor2_1,1,1.0
a21o_1,1,2.0
buf_6,2,6.0
nand3_1,1,1.3
and4b_1,1,2.7
==> what timing repair did <==
item / 4_1_cts / 5_1_grt
gates resized: 12 / 8
cloned: 2 / 0
setup endpoints to repair: 14 / 6
setup buffers: 1 / 0
==> kinds of logic after synthesis <==
family,share of synthesized area (%)
multiplexers,2.658
buffers and inverters,10.30
flip-flops,37.21
AND-OR/OR-AND,22.26
AND/OR/NAND/NOR,27.57
==> layout make-up <==
type	instances	area (um2)	area share (%)
Timing Repair Buffer	22	191.4	30.91
Sequential cell	7	142.6	23.03
Inverter	1	3.754	0.6061
Tap cell	46	57.56	9.293
Multi-Input combinational cell	29	197.7	31.92
Clock buffer	4	26.28	4.242
==> power groups by stage <==
stage | logic, uW | clock network, uW | registers, uW
CTS | 161 | 255 | 309
global route | 180 | 285 | 314
finish | 162 | 241 | 311
==> how the worst max path moves through the flow <==
stage                           from        endpoint  slack, ns
final                 out[5]$_DFF_P_          out[5]       0.04
after global routing  out[0]$_DFF_P_          out[0]    0.00002
after CTS                      in[1]  out[0]$_DFF_P_      0.003
==> routing by layer <==
layer	part of all wire (%)	up-vias
li1	-	189
met1	44	153
met4	0	0
met2	44	9
met3	12	0
met5	0	-
==> layout by cell type (no fill, tap or decap), types with 2 or more instances in the layout <==
| master | synthesis | layout |
|---|---|---|
| nand2b_1 | 3 | 3 |
| o21ai_1 | 3 | 3 |
| clkbuf_4 | 0 | 3 |
| a21oi_1 | 3 | 3 |
| buf_4 | 1 | 7 |
| dlygate4sd2_1 | 0 | 5 |
| buf_6 | 2 | 2 |
| nand2_1 | 3 | 3 |
| buf_2 | 1 | 2 |
| a22o_1 | 2 | 2 |
| dfxtp_1 | 7 | 5 |
| dfxtp_2 | 0 | 2 |
| clkdlybuf4s15_1 | 0 | 5 |
Power is estimated from default activity; no workload was simulated.
